File: ./design.v
module decoder4to16
  (
	input [3:0] w, 
	input En,         
	output reg [15:0] y  
  );
	always @(*) begin
		case ({En, w})  
			5'b10000: y = 16'b0000000000000001;
			5'b10001: y = 16'b0000000000000010;
			5'b10010: y = 16'b0000000000000100;
			5'b10011: y = 16'b0000000000001000;
			5'b10100: y = 16'b0000000000010000;
			5'b10101: y = 16'b0000000000100000;
			5'b10110: y = 16'b0000000001000000;
			5'b10111: y = 16'b0000000010000000;
			5'b11000: y = 16'b0000000100000000;
			default:  y = 16'b0000000000000000;  
		endcase
	end
endmodule
File: ./run.sh
#!/bin/bash
# OpenROAD 26Q1-2900-gdf79404cd8, Yosys 0.63+post, stock flow scripts
make -C /OpenROAD-flow-scripts/flow DESIGN_CONFIG=/design/flow/config.mk WORK_HOME=/design/flow/orfs finish
File: ./config.mk
export PLATFORM = sky130hd
export DESIGN_NAME = decoder4to16
export DESIGN_NICKNAME = decoder4to16
export VERILOG_FILES = /design/flow/design.v
export SDC_FILE = /design/flow/constraint.sdc
export NUM_CORES = 4
export LEC_CHECK = 1
export CORE_AREA = 10 10 70 70
export DIE_AREA = 0 0 80 80
File: ./constraint.sdc
current_design decoder4to16

set clk_period 1.7
set clk_io_pct 0.2

create_clock -name clk0 -period $clk_period

set non_clock_inputs [all_inputs -no_clocks]
set_input_delay [expr $clk_period * $clk_io_pct] -clock clk0 $non_clock_inputs
set_output_delay [expr $clk_period * $clk_io_pct] -clock clk0 [all_outputs]
==> summary.txt <==
Figures from the implementation reports.

- The area overhead of the layout relative to synthesis is 148%.
- Per the layout report, the design carries 397 filler cells.
- The sequential cell count of the final layout reads 0.
- The total DRC errors in the routed layout reads 0.
- The number of search-and-repair iterations in the first detailed-routing pass reads 4.
- 21 I/O pins were placed.
- The summed negative setup slack over all endpoints reads 0 ps.
- Of the synthesized area, sequential elements account for 0.
- The largest fanout on the critical path reads 6.
- The final setup violation count is 0.
- The via count of the first global-routing pass was 220.
- The area fraction of the largest cell type after synthesis is 0.344.
- The initial core utilization is 0.0447.
- Per the detail_route report, the via count comes to 210.
- The distinct cell type count of the synthesized netlist is 13.
- Final hold analysis gives a worst-case slack of 1000 ps.
- The critical path class reads in -> out.
- The area of the die reads 0.00640 mm^2.
- The wire-length estimate of the detail-placed layout is 551 um.
- The reported max-cap violation count is 0.
- The site row count is 21.
- The fraction of met1 tracks used by global routing is 0.0257.
- The placement summary gives the final routability congestion estimate as 0.750.
- The launch point of the worst path reads w[2].
- Of the cells placed in the final design, the portion with a size suffix greater than 1 is 0.550.
- The sum of routed wire length over all layers is 665 um.
- The tool warning count is 33.
- The chip width is 80 um.
- IR analysis of the VDD net gives a maximum drop of 14.2 uV.
- The post-synthesis area per instance is 6.94 um^2.
- The count of port buffers added during placement reads 14.
- The number of stages on the worst hold path is 3.
- The total power per unit cell area reads 121 mW/mm^2.
- The required time of the worst setup path is 1360 ps.
- The yosys warning tally is 1.
- The pin count of the biggest net entering global routing is 8.
- Setup repair after global routing left no endpoint under its margin.
- The final antenna-violating net count is 0.
- The flow ran to the end, and the final reports show no timing, DRC or antenna violations.
- The script logs the ratio of routed vias to standard cells as 2.44.
- The global-route wire length before repair is 1.03 mm.
- The wire length per cell is 7.73 um.
- Per the final report, max-transition violations number 0.
- Ranked by total cell area, the synthesized netlist is headed by buf_4 34%, nor3b_2 8.2%, and4b_2 7.4%.
- STA classifies the critical path startpoint as an input pin.
- The total global-route track usage reads 0.0185.
- The total core area is 0.00342 mm^2.
- At the end of the flow the core is filled with cells to 0.111.
- Recorded from the global router log, the overflow total was 0.
- The register cell area after layout is 0 um^2.
- The busiest layer in global routing is met2.
- The endpoint arrival time on the critical path is 1260 ps.
- The violation count after the first detailed-route iteration reads 2.
- The cell count after synthesis reads 22.
- The yosys stat chip area is 153 um^2.
- The synthesized cell area reads 153 um^2.
- The met2 usage is 0.0289.
- The static leakage reads 0.200 nW.
- The post-route minimum period reads 1600 ps.
- The path category of the worst min-delay check is in -> out.
- The layout has 0 clock buffers.
- The startpoint of the worst hold path reads w[3].
- Hold-check failures listed in the final report amount to 0.
- The post-layout period usage of the worst path is 0.942.
- The synthesized netlist was found by Yosys to have 22 cells.
- The met3 capacity usage during global routing is 0.00568.
- For this run, the top clock speed supported by timing is 0.625 GHz.
- STA shows the worst min-delay path finishing at y[0].
- The dominant cell type by area after synthesis is buf_4.
- The number of hold buffers added after CTS was 0.
- The number of antenna violations at the first check in global routing is 0.
- The kind of end point of the critical path reads an output pin.
- The number of diodes reads 0.
- The vertical die size is 80 um.
[synth_stat cells]
cell      number
nor2_1         3
or3b_4         1
nor3_1         2
nor3b_1        1
nand3b_1       1
nand2b_1       1
nor4_1         1
buf_4          7
conb_1         1
and4b_2        1
nor4b_1        1
nor3b_2        1
nand2_1        1
[power breakdown]
| part | internal [W] | switching (W) |
|---|---|---|
| combinational | 0.0000251 | 0.0000205 |
| sequential | 0 | 0 |
| clock | 0 | 0 |
| total | 0.0000251 | 0.0000205 |
[worst max path at each step]
stage         endpoint  slack (ps)  depth (start not counted)
finish            y[6]         100                          5
CTS               y[7]         -60                          6
global route      y[6]           8                          5
[per-layer routing]
| layer | part of all wire | routed length (um) | up-vias |
|---|---|---|---|
| li1 | - | - | 99 |
| met1 | 0.43 | 289 | 97 |
| met2 | 0.42 | 279 | 14 |
| met3 | 0.14 | 96 | 0 |
| met4 | 0 | 0 | 0 |
| met5 | 0 | 0 | - |
[per-stage QoR]
step / instance area, um^2 / worst slack [ps] / std cells / power, W
6_report: 379 / 99.4 / 86 / 0.0000457
2_1_floorplan: 175 / 495 / 28 / 0.0000204
3_5_place_dp: 350 / -592 / 85 / 0.0000432
4_1_cts: 388 / -64.6 / 87 / 0.0000480
3_3_place_gp: 350 / -603 / 85 / 0.0000429
5_1_grt: 379 / 8.14 / 86 / 0.0000508
[what timing repair did]
item | CTS | global route
resized | 31 | 10
pin swaps | 4 | 3
buffers inserted | 2 | 0
cloned | 0 | 0
endpoints found under the setup margin | 9 | 6
[cell usage in the layout, fill, tap and decap left out]
master	count
nor3_2	2
nor4b_2	1
nand2_4	1
nand3b_1	1
buf_2	3
or3b_4	1
nor4_2	1
buf_6	2
clkbuf_2	2
buf_4	3
dlymetal6s2s_1	2
nor2_1	2
conb_1	7
dlygate4sd2_1	5
clkdlybuf4s15_2	2
nor2_2	1
nand2b_1	1
nor3b_2	2
and4b_2	1
[worst max-delay path: stages]
cell and delay (ps):
clkdlybuf4s15_2 250, nand3b_1 140, buf_4 160, nor3b_2 160, dlygate4sd2_1 220
[kinds of logic (layout without fill, tap and decap cells)]
group                  after synthesis  count (layout)  share of synthesized area
buffers and inverters                7              19                      0.344
other                                1               7                     0.0246
AND/OR/NAND/NOR                     14              14                      0.631
[cell type report]
cell class	instances	area [um^2]	area share
timing repair buffer	19	161	0.426
multi-input combinational	21	160	0.422
tap	46	57.6	0.152
Power and IR drop assume default switching activity.
