## /design/flow/config.mk

```make
export PLATFORM = sky130hd
export DESIGN_NAME = fsm
export DESIGN_NICKNAME = fsm
export VERILOG_FILES = /design/flow/design.v
export SDC_FILE = /design/flow/constraint.sdc
export NUM_CORES = 4
export LEC_CHECK = 1
export CORE_AREA = 10 10 70 70
export DIE_AREA = 0 0 80 80
```

## /design/flow/constraint.sdc

```tcl
current_design fsm

set clk_period 2.0
set clk_io_pct 0.2

create_clock -name clk0 -period $clk_period [get_ports {clk}]

set non_clock_inputs [all_inputs -no_clocks]
set_input_delay [expr $clk_period * $clk_io_pct] -clock clk0 $non_clock_inputs
set_output_delay [expr $clk_period * $clk_io_pct] -clock clk0 [all_outputs]
```

## /design/flow/design.v

```verilog
module fsm
  (
	input clk,
	input data_in,
	input reset,
	output reg [3:0] student_id,
	output reg [3:0] current_state
  );
	localparam s0 = 4'd0;
   localparam s1 = 4'd1;
   localparam s2 = 4'd2;
   localparam s3 = 4'd3;
   localparam s4 = 4'd4;
   localparam s5 = 4'd5;
   localparam s6 = 4'd6;
   localparam s7 = 4'd7;
   localparam s8 = 4'd8;
	reg [3:0] yfsm;
	always @(posedge clk or posedge reset) begin
		if(reset) begin
			yfsm <= s0;
		end else begin
			case (yfsm)
				s0: yfsm <= (data_in == 1) ? s1 : s0;
            s1: yfsm <= (data_in == 1) ? s2 : s1;
            s2: yfsm <= (data_in == 1) ? s3 : s2;
            s3: yfsm <= (data_in == 1) ? s4 : s3;
            s4: yfsm <= (data_in == 1) ? s5 : s4;
            s5: yfsm <= (data_in == 1) ? s6 : s5;
            s6: yfsm <= (data_in == 1) ? s7 : s6;
            s7: yfsm <= (data_in == 1) ? s8 : s7;
            s8: yfsm <= (data_in == 1) ? s0 : s8;
            default: yfsm <= s0;
			endcase
		end
	end
   always @(*) begin
       case (yfsm)
           s0: begin
               current_state = 4'b0000;
               student_id = 4'b0101;  
           end
           s1: begin
               current_state = 4'b0001;
               student_id = 4'b0000;  
           end
           s2: begin
               current_state = 4'b0010;
               student_id = 4'b0001;  
           end
           s3: begin
               current_state = 4'b0011;
               student_id = 4'b0001;  
           end
           s4: begin
               current_state = 4'b0100;
               student_id = 4'b0111;  
           end
           s5: begin
               current_state = 4'b0101;
               student_id = 4'b0110;  
           end
           s6: begin
               current_state = 4'b0110;
               student_id = 4'b1001;  
           end
           s7: begin
               current_state = 4'b0111;
               student_id = 4'b0010;  
           end
           s8: begin
               current_state = 4'b1000;
               student_id = 4'b0011;  
           end
           default: begin
               current_state = 4'b0000;
               student_id = 4'b0000;
           end
       endcase
   end
endmodule 		
```

## /design/flow/run.sh

```bash
#!/bin/bash
# OpenROAD 26Q1-2900-gdf79404cd8, Yosys 0.63+post, stock flow scripts
make -C /OpenROAD-flow-scripts/flow DESIGN_CONFIG=/design/flow/config.mk WORK_HOME=/design/flow/orfs finish
```

==> results.toml <==
# flow metrics
[power_and_ir_drop]
p_leak_nw = 0.227
ir_worst_vdd_v = 0.000247
power_per_cell_area_nw_per_um2 = 1350
finalPower_mw = 0.666

[critical_path]
cp.required_ns = 1.60
cp_max_fo = 5
crit_slowest_cell = "clkdlybuf4s50_1"
r2r_cells = 4
crit_buf_inv = 2
path_class = "reg -> out"
slowest_delay_ns = 0.51
worstPathArrival_ns = 1.53
critical_path.top_delay_family = "buffers and inverters"
rr_endpoint = "yfsm[3]$_DFF_PP0_"
cp_cell_sequence = "buf_4 -> a211oi_1 -> clkdlybuf4s50_1"
rrSetupSlack_ns = 0.71
r2r_start = "yfsm[3]$_DFF_PP0_"
worst_setup_path_end_kind = "output pin"
critical_path.startpoint_type = "flip-flop"

[worst_hold_path]
hold_path.class = "in -> async"

[yosys]
ff_type = "dfrtp_1"
synthTopCellsByCount = "dfrtp_1 (4), inv_1 (4), nor2b_1 (3)"
synth.area.top_cells = "dfrtp_1 (36%), nor2b_1 (6.8%), inv_1 (5.4%)"
syn_area_um2 = 277
syn_inst = 29
avgSynthCellArea_um2 = 9.54
yosysWarningCount = 1
ys_types = 21
synth-seq-cells = 4
synthDominantCellAreaShare_pct = 36.2
seq_area_frac_synth_pct = 36.2
synth-edff-count = 0
ys_cells = 29
yosys_area_um2 = 277
top_area_cell = "dfrtp_1"
async_flop_share_pct = 100

[grt]
antenna_found_initial = 0
grt_pass1_vias = 293
grt_pass1_wl_um = 1400
track_usage_pct = 2.64
grt.overflow.total = 0
grt_max_degree = 10

[outcome]
status = "finished, final reports clean"

[placement]
place_congestion = 0.863
dp_slack_ns = 0.0550
dp_cells = 86
dp_hpwl_um = 627
placed_cell_area_um2 = 440
port_buffers = 10

[die]
pin_count = 11
dieHeight_um = 80
dieArea_um2 = 6400
fp-utilization_pct = 8.10
row_count = 21
fp.coreArea_um2 = 3420
die_x_um = 80

[clock_network]
cts.clk_slew.worst_paths_ns = 0.04
cts_tree = "yes"
cts_sinks = 4
htreeDepth = 1
hold_buffers = 0
cts-root-buf = "clkbuf_4"
clock_path_buffers = 2
cts_made_buffers = 3
clk_latency_ns = 0.23

[sta]
worstMarginPinSlew_ns = 0.214
final.setup.tns_ns = 0
holdWs_ns = 0.346
fmax_mhz = 518
min_period_ns = 1.93
report.final.setup_viol = 0
slew_viol_final = 0
relSlewSlack_pct = 85.6
hold_violations = 0
finalClockPeriodUsage_pct = 96.5
skew_ns = 0.00300
setup_slack_ns = 0.0701

[routing]
route.vias.total = 260
final_antenna_net_count = 0
drc_errors = 0
wl_per_cell_um = 8.84
firstDrtPassIters = 3
drtIter0Drc = 2
drt_wl_total_um = 813
antennaDiodeCount = 0
routed_via_density = 2.83

[final_layout]
top_register = "yfsm"
syn2layout_area_growth_pct = 78.7
top_regs = "yfsm (4)"
fillers = 398
largest_reg_flops = 4
final_layout_size_suffix_gt1_share_pct = 37.0
logic_area_um2 = 151
seqCellArea_um2 = 100
fin_cells = 92
final_util_pct = 14.5
finalInstanceArea_um2 = 494

[job]
warnings = 25
max-cap-violations = 0
## cells in the final DEF, fill, tap and decap left out
cell type,count
a21bo_2,1
a21oi_1,1
nor2_1,1
xnor2_1,1
inv_2,1
o21ai_2,1
o22ai_1,1
buf_4,4
a211oi_1,1
buf_6,2
nand3b_1,1
clkdlybuf4s50_1,6
and2b_1,1
inv_1,3
or4b_4,1
nand3_1,1
mux2_2,1
mux2i_1,1
o22ai_2,1
dlygate4sd2_1,4
or2_2,1
nor2b_1,3
clkbuf_4,3
nand2b_2,1
dfrtp_1,4
## timing repair
action | CTS | global route
buffers inserted | 4 | 0
setup endpoints to repair | 3 | 1
pin swaps | 1 | 1
resized | 9 | 1
## worst reg2reg max path: cells and delay by family (launching register included)
| kind | cells | cell delay, ns |
|---|---|---|
| flops | 1 | 0.36 |
| buf+inv | 2 | 0.26 |
| compound gates | 1 | 0.10 |
| simple gates | 1 | 0.48 |
## layer usage
layer  part of all wire, %  up-vias  global-route usage [%]
li1                      -      132                       -
met1                    37      122                    2.81
met2                    56        4                    4.74
met3                   1.6        2                   0.682
met4                   4.9        0                    1.23
met5                     0        -                       0
## final cells by class
type                    count  area share [%]
multi-input cells          19            30.6
repair buffers             16            29.9
flip-flops and latches      4            20.3
well taps                  46            11.6
clock buffers               3            4.56
inverters                   4            3.04
## power by group
part	switching, mW	internal [mW]
clock	0.0345	0.0672
sequential	0.0267	0.116
combinational	0.147	0.275
## worst max path at each step
stage | startpoint | to | slack (ns) | cells past startpoint
final | yfsm[1]$_DFF_PP0_ | student_id[2] | 0.07 | 3
after global routing | yfsm[0]$_DFF_PP0_ | student_id[2] | -0.0008 | 3
after CTS | yfsm[0]$_DFF_PP0_ | student_id[1] | 0.0006 | 4
## cell families (layout without fill, tap and decap cells)
kind of cell    count (synthesis)  in the layout  synth area share (%)
xor+xnor                        1              1                  3.17
simple gates                   10             10                  24.9
mux                             2              2                  7.69
flops                           4              4                  36.2
buf+inv                         6             23                  11.3
compound gates                  6              6                  16.7
Power and IR drop assume default switching activity.
