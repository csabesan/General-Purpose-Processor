**run.sh**
```bash
#!/bin/bash
# OpenROAD 26Q1-2900-gdf79404cd8, Yosys 0.63+post, stock flow scripts
make -C /OpenROAD-flow-scripts/flow DESIGN_CONFIG=/design/flow/config.mk WORK_HOME=/design/flow/orfs finish
```
**config.mk**
```make
export PLATFORM = sky130hd
export DESIGN_NAME = alu
export DESIGN_NICKNAME = alu
export VERILOG_FILES = /design/flow/design.v
export SDC_FILE = /design/flow/constraint.sdc
export NUM_CORES = 4
export LEC_CHECK = 1
export CORE_AREA = 10 10 107 107
export DIE_AREA = 0 0 117 117
```
**constraint.sdc**
```tcl
current_design alu

set clk_period 3.8
set clk_io_pct 0.2

create_clock -name clk0 -period $clk_period [get_ports {clk}]

set non_clock_inputs [all_inputs -no_clocks]
set_input_delay [expr $clk_period * $clk_io_pct] -clock clk0 $non_clock_inputs
set_output_delay [expr $clk_period * $clk_io_pct] -clock clk0 [all_outputs]
```
**design.v**
```verilog
module alu (
	input clk,
	input [7:0] A,
	input [7:0] B,
	input [3:0] OP,
	input [3:0] student_id,
	output reg Neg,
	output reg [3:0] R1,
	output reg [3:0] R2
  );
	reg [7:0] Reg1, Reg2, Result;
	always @(posedge clk) begin
		Reg1 <= A;
		Reg2 <= B;
		case(OP)
			16'b0000000000000001: begin
				Result <= Reg1 + Reg2;
				Neg <= 1'b0;
			end
         16'b0000000000000010: begin
             Result <= Reg1 - Reg2;
				 Neg <= (Reg2 > Reg1) ? 1'b1 : 1'b0;
         end
         16'b0000000000000100: begin
             Result <= ~Reg1;
             Neg <= 1'b0;
         end
         16'b0000000000001000: begin
             Result <= ~ (Reg1 & Reg2);
             Neg <= 1'b0;
         end
         16'b0000000000010000: begin
             Result <= ~ (Reg1 | Reg2);
             Neg <= 1'b0;
         end
         16'b0000000000100000: begin
             Result <= Reg1 & Reg2;
             Neg <= 1'b0;
         end
         16'b0000000001000000: begin
             Result <= Reg1 ^ Reg2;
             Neg <= 1'b0;
         end
         16'b0000000010000000: begin
             Result <= Reg1 | Reg2;
             Neg <= 1'b0;
         end
         16'b0000000100000000: begin
             Result <= ~(Reg1 ^ Reg2);
             Neg <= 1'b0;
         end
         default: begin
             Result <= 8'b00000000; 
             Neg <= 1'b0;
         end
     endcase
	  R1 <= Result[7:4];
	  R2 <= Result[3:0];
	  end
endmodule
```
==> run notes <==
Implementation progress

The flow ran to the end, and the final reports show no timing, DRC or antenna violations. TritonRoute output was used to compute an average wire per cell of ~12 µm. The number of antenna violations at the first check in global routing stands at 0. TritonRoute reported its final design rule violation total as 0. The number of vias after detailed routing stands at 1273. The largest single stage delay on the critical path is between 0.6 and 0.7 ns. Per the final report, max-transition violations number 0.

The final hold violation count stands at 0. The number of antenna repair diodes stands at 0. The worst hold path depth stands at 0. The biggest area contributor in the post-synthesis netlist is sky130_fd_sc_hd__dfxtp_1. The data arrival time of the worst path stands at roughly 2.6 ns.

The clock skew stands at ~0.007 ns. The worst path needs approximately 2.4 ns of the cycle, external delays included. The number of detailed-routing iterations run before antenna repair stands at 4. By instance count after routing, the leading logic cell type is sky130_fd_sc_hd__dfxtp_1. The final setup TNS stands at 0 ns. The first-pass GRT wire length stands at 6.32 mm.

The die is approximately 120 µm wide. The met3 wirelength from detailed routing stands at about 250 µm. As logged by OpenROAD, the buffers inserted on ports number 29. Grouping stages by cell kind, the critical path spends the most delay in simple AND/OR/NAND/NOR gates. The pin count of the biggest net entering global routing stands at 13.

Setup repair after global routing left no endpoint under its margin. According to the timing report, the data required time at the worst endpoint equals between 4 and 5 ns. The number of standard cells reported by yosys stands at 166.

The buffer count from post-CTS setup fixing stands at 0. The vertical die dimension stands at ~120 µm. Per the TritonCTS log, the buffer count is 5. The number of DRC violations after detailed-routing iteration 0 stands at around 45. The number of cells on the worst reg-to-reg path stands at 7. The library cells used most frequently in the layout, excluding fill and tap cells, are 33 x sky130_fd_sc_hd__dfxtp_1, 29 x sky130_fd_sc_hd__clkdlybuf4s50_1, 17 x sky130_fd_sc_hd__ha_1. Static timing analysis puts the maximum clock frequency at 0.417 GHz.

The max capacitance violation total stands at 0. For this run the detailed placement stage logged an HPWL of a little under 3 mm. The peak supply drop stands at roughly 0.13 mV. Across all stage logs, warnings added up to 38. The setup slack on the worst flop-to-flop path stands at 1.82 ns. The via count of the first global-routing pass stands at about 1300. The routed metal-1 wirelength stands at 1.86 mm.

The tree is rooted in a sky130_fd_sc_hd__clkbuf_8. Summing every instance area after synthesis gives approximately 1600 µm². The largest fanout on the critical path stands at 9. Per the slew report, the remaining headroom to the max-slew limit stands at 0.436.

Once the clock tree was built, the resizer swapped 0 gates to a different size. TritonCTS built the clock tree. The number of cells produced by synthesis stands at ~170. The launch point of the worst register-to-register path is recorded as Reg2[1]$_DFF_P_. The number of buffers on the longest clock path stands at 2. The number of levels the H-tree was split into stands at 2. The final layout contains routed wiring with a total length of about 3.8 mm. Relative to the synthesized area, the layout overhead comes to 31.0%. The total area inside the core boundary comes to ~9200 µm². The average instance in the mapped netlist occupies 9.68 µm². The tightest min-delay check is of the reg2reg type. The main area contributors are sky130_fd_sc_hd__dfxtp_1 41%, sky130_fd_sc_hd__ha_1 13%, sky130_fd_sc_hd__inv_1 3.7%. The chip area line of the yosys report stands at 1610 µm². Per the detail_route log, the uppermost layer with routed signals is met4. The final cell utilization of the core stands at 0.229.

The worst setup path is launched from a primary input. STA classifies the critical path endpoint as a flop. In the final layout, the share of cells above drive strength 1 is 0.0553. For reference, the clock transition at the flip-flops on the worst setup and hold paths is ~0.06 ns.

34 I/O pins were placed. After routing the design area is around 2100 µm². In this run the full chip footprint comes out at around 14000 µm². The share of the Yosys chip area taken by registers is 0.411. Looking at the hold checks, the worst path lands on R1[1]$_DFF_P_. The count of buffering cells on the critical path with inverters included stands at 1.

The cell area power density stands at between 300 and 400 nW/µm². The tally of nets with antenna violations remaining after routing stands at 0. The report lists the number of standard-cell rows as 35. The met2 wire length stands at 1.63 mm. The leakage power summed over all cells stands at around 0.86 nW. For the worst reg-to-reg path, the endpoint reported by OpenROAD is Result[5]$_DFF_P_. Per the detailed placement report, the placed cell area equals 2000 µm².

The count of hold-fix buffers inserted at cts stands at 0. The transition time recorded at the tightest slew-check pin is between 0.8 and 0.9 ns. The portion of synthesized cell area occupied by the leading cell type stands at 0.411. In the finished design, the share of the clock period the worst path needs comes to 0.632. OpenSTA lists the critical path startpoint as OP[0]. The script logs the ratio of routed vias to standard cells as between 4 and 5.

The synthesis-stage register bit count stands at 33. The count of unique library cells instantiated by Yosys stands at 39. For the worst min-delay path, the startpoint reported by OpenROAD is Result[5]$_DFF_P_. The slowest stage of the critical path is the sky130_fd_sc_hd__nor3_1 cell. The final-report setup violation count stands at 0.

The overall overflow remaining after global route stands at 0. The global-route usage over all layers stands at 0.0570. The clock latency on the worst-skew pair stands at 0.28 ns. The initial core utilization stands at 0.175. The routability congestion estimate from global placement stands at between 0.8 and 0.9.

Listed in order, past its start point the critical path passes clkdlybuf4s50_1, nand2b_1, nor3_1, a21oi_1, o21a_1, o21ai_1. Looking at the setup timing report, the critical path kind is in2reg. The clock net in this run drives a total of 33 sinks. The synthesis report lists the Yosys warning total as 1.
power breakdown:
part,internal (W),leakage (nW),total [W],switching (W)
sequential,0.000376,0.276,0.000387,0.0000110
combinational,0.0000815,0.530,0.000154,0.0000727
clock,0.000163,0.0542,0.000284,0.000121
total,0.000621,0.861,0.000825,0.000204
how the worst max path moves through the flow:
stage	endpoint	slack (ns)	cells after the start
CTS	Result[4]$_DFF_P_	1.46	6
global route	Result[4]$_DFF_P_	1.31	6
finish	Result[4]$_DFF_P_	1.40	6
registers in the layout, summed over array words and instances (netlist names):
signal  cells
Reg1        8
Result      8
Neg         1
R1          4
R2          4
Reg2        8
logic make-up (layout without fill, tap and decap cells):
family,after synthesis,in the layout,share of synthesized area
adders and majority gates,19,19,0.157
and+or+nand+nor,41,41,0.147
xor gates and xnor gates,2,2,0.0109
DFF,33,33,0.411
AOI/OAI and AO/OA,51,51,0.216
buffers and inverters,20,53,0.0576
cells in the mapped netlist:
library cell,number
sky130_fd_sc_hd__dfxtp_1,33
sky130_fd_sc_hd__ha_1,17
sky130_fd_sc_hd__inv_1,16
sky130_fd_sc_hd__a21oi_1,8
sky130_fd_sc_hd__nand2b_1,8
sky130_fd_sc_hd__nor2_1,8
sky130_fd_sc_hd__o21ai_0,8
sky130_fd_sc_hd__nand2_1,7
sky130_fd_sc_hd__o22ai_1,7
sky130_fd_sc_hd__a211oi_1,4
sky130_fd_sc_hd__a31oi_1,4
sky130_fd_sc_hd__nor3b_1,4
sky130_fd_sc_hd__nor2b_1,3
sky130_fd_sc_hd__nor3_1,3
sky130_fd_sc_hd__a21o_1,2
sky130_fd_sc_hd__a221o_1,2
sky130_fd_sc_hd__a22o_1,2
sky130_fd_sc_hd__buf_2,2
sky130_fd_sc_hd__buf_6,2
sky130_fd_sc_hd__fa_1,2
sky130_fd_sc_hd__o21ai_1,2
sky130_fd_sc_hd__o221ai_1,2
sky130_fd_sc_hd__o31ai_1,2
sky130_fd_sc_hd__or3_1,2
sky130_fd_sc_hd__xnor2_1,2
sky130_fd_sc_hd__a21oi_2,1
sky130_fd_sc_hd__a221oi_1,1
sky130_fd_sc_hd__a222oi_1,1
sky130_fd_sc_hd__and2_1,1
sky130_fd_sc_hd__nand3_1,1
sky130_fd_sc_hd__nand3b_1,1
sky130_fd_sc_hd__nand4_1,1
sky130_fd_sc_hd__nor4b_2,1
sky130_fd_sc_hd__o211a_1,1
sky130_fd_sc_hd__o21a_1,1
sky130_fd_sc_hd__o21bai_1,1
sky130_fd_sc_hd__o221a_1,1
sky130_fd_sc_hd__o311ai_1,1
sky130_fd_sc_hd__or4b_4,1
final cells by class:
cell class | instances | area, µm²
flip-flops and latches | 33 | 661
clock inverters | 1 | 5.00
well taps | 111 | 139
clock buffers | 7 | 96.3
inverters | 16 | 60.1
repair buffers | 29 | 290
multi-input cells | 113 | 853
fillers | 999 | 7090
per-layer routing:
layer | global-route usage | vias to the layer above
met3 | 0.0129 | 5
met2 | 0.0896 | 37
met5 | 0 | -
li1 | - | 658
met4 | 0.00906 | 0
met1 | 0.0798 | 573
per-stage QoR:
stage | power [W] | worst slack [ns] | instances | hold WS, ns
floorplan | 0.000483 | 1.92 | 166 | 0.310
global placement | 0.000546 | 1.17 | 302 | 0.312
detailed placement | 0.000547 | 1.17 | 302 | 0.312
CTS | 0.000838 | 1.46 | 310 | 0.327
global route | 0.000878 | 1.31 | 310 | 0.333
finish | 0.000825 | 1.40 | 310 | 0.326
Power and IR drop assume default switching activity.
